==> design/flow/design.v <==
module CORDIC #(parameter integer W = 32)
(
    input wire clk,
    input wire start,
    input wire signed [31:0] x,
    input wire signed [31:0] y,
    output wire signed [W-1:0]phi 
);
wire sigma;
wire signed [31:0] x_shift;
wire signed [31:0] y_shift;
reg [5:0] counter;
reg signed [31:0] x_reg;
reg signed [31:0] y_reg;
reg signed [31:0] z;
wire signed [31:0] atan_table [0:27];
assign atan_table[00] = 32'h3243f6a9; 
assign atan_table[01] = 32'h1dac6705;
assign atan_table[02] = 32'h0fadbafd;
assign atan_table[03] = 32'h07f56ea7;
assign atan_table[04] = 32'h03feab77;
assign atan_table[05] = 32'h01ffd55c;
assign atan_table[06] = 32'h00fffaab;
assign atan_table[07] = 32'h007fff55;
assign atan_table[08] = 32'h003fffeb;
assign atan_table[09] = 32'h001ffffd;
assign atan_table[10] = 32'h00100000;
assign atan_table[11] = 32'h00080000;
assign atan_table[12] = 32'h00040000;
assign atan_table[13] = 32'h00020000;
assign atan_table[14] = 32'h00010000;
assign atan_table[15] = 32'h00008000;
assign atan_table[16] = 32'h00004000;
assign atan_table[17] = 32'h00002000;
assign atan_table[18] = 32'h00001000;
assign atan_table[19] = 32'h00000800;
assign atan_table[20] = 32'h00000400;
assign atan_table[21] = 32'h00000200;
assign atan_table[22] = 32'h00000100;
assign atan_table[23] = 32'h00000080;
assign atan_table[24] = 32'h00000040;
assign atan_table[25] = 32'h00000020;
assign atan_table[26] = 32'h00000010;
assign atan_table[27] = 32'h00000008;
assign sigma = y_reg[31];
assign x_shift = y_reg >>> counter; 
assign y_shift = x_reg >>> counter; 
assign phi = z[31:31-W+1];
always @(posedge clk) begin
    if(start)begin
        x_reg <= x;
        y_reg <= y;
        z <= 0;
        counter <= 0;
    end
    else begin
        if(counter == 28) begin
            x_reg <= x_reg;
            y_reg <= y_reg;
            z <= z;
            counter <= counter;
        end
        else begin
            x_reg <= sigma ? (x_reg - x_shift) : (x_reg + x_shift);
            y_reg <= sigma ? (y_reg + y_shift) : (y_reg - y_shift);
            z <= sigma ? (z - atan_table[counter]) : (z + atan_table[counter]);
            counter <= counter + 1;
        end
    end
end
endmodule
==> design/flow/run.sh <==
#!/bin/bash
# OpenROAD 26Q1-2900-gdf79404cd8, Yosys 0.63+post, stock flow scripts
make -C /OpenROAD-flow-scripts/flow DESIGN_CONFIG=/design/flow/config.mk WORK_HOME=/design/flow/orfs finish
==> design/flow/config.mk <==
export PLATFORM = sky130hd
export DESIGN_NAME = CORDIC
export DESIGN_NICKNAME = CORDIC
export VERILOG_FILES = /design/flow/design.v
export SDC_FILE = /design/flow/constraint.sdc
export NUM_CORES = 4
export LEC_CHECK = 1
export CORE_UTILIZATION = 30
==> design/flow/constraint.sdc <==
current_design CORDIC

set clk_period 16.3
set clk_io_pct 0.2

create_clock -name clk0 -period $clk_period [get_ports {clk}]

set non_clock_inputs [all_inputs -no_clocks]
set_input_delay [expr $clk_period * $clk_io_pct] -clock clk0 $non_clock_inputs
set_output_delay [expr $clk_period * $clk_io_pct] -clock clk0 [all_outputs]
==> qor.csv <==
stage,metric,value,unit
outcome,status,finished clean,
job,max-cap violations,0,
layout,layout cells sized above 1,10.3,%
synth,Synth Cell Area,0.0160,mm^2
setup_path,Startpoint Class,flop,
worst_hold_path,hold path cells,2,
layout,most common logic cells in the final layout,"nand2_1, nor2_1, a21oi_1",
detailed_routing,DR vias,16100,
cts,clock sinks,102,
floorplan,fp_density,30.5,%
global_routing,gr ovfl total,0,
power,register share of total power,15.7,%
placement,Final GP Congestion,0.994,
cts,clk slew on worst S/H paths,0.08,ns
synth,register area share after synthesis,16.7,%
setup_path,slowest CP cell,a211oi_1,
cts,post_cts resized,0,
power,Worst VDD drop,0.000109,V
cts,H-tree depth,3,
cts,cts hold-fix bufs,0,
floorplan,Die H,233,um
setup_path,Worst Setup End Kind,flop,
detailed_routing,final wirelength,61.2,mm
synth,Yosys reg bits,102,
cts,Post-CTS Repair Setup Buffers,0,
final_timing,"Slew Viols, Final",0,
power,Sw Ratio,52.0,%
layout,final core utilization,33.9,%
final_timing,Final Cycle Share,49.9,%
final_timing,slew margin rel.,41.2,%
synth,Synth cell types,91,
setup_path,Max stage delay on crit path,0.69,ns
floorplan,IO Pins,98,
job,Tool Warnings,28,
cts,number of buffers created by CTS,9,
final_timing,Fin Setup TNS,0,ns
power,Comb pwr share,79.4,%
final_timing,Final Hold Fails,0,
synth,syn_area_per_cell,8.04,um^2
global_routing,first-pass GRT wire length,94.2,mm
floorplan,DIE AREA,0.0544,mm^2
placement,input/output buffers,97,
synth,Most common reg cell,edfxtp_1,
detailed_routing,antenna-violating nets left,0,
synth,Synthesis Warnings,1,
layout,most used logic cell in the final layout,nand2_1,
placement,post-detail-place hpwl,46.2,mm
floorplan,core box area,0.0527,mm^2
final_timing,Peak Freq,123,MHz
cts,CTS tree,built,
synth,number of cells in Yosys stat,1994,
detailed_routing,drt pass-1 iters,7,
power,Internal Power,2.23,mW
final_timing,Worst Skew,0.0147,ns
global_routing,gr usage total,23.3,%
worst_hold_path,min-delay src,z[5]$_SDFFE_PP0P_,
detailed_routing,Post-route DRC,0,
detailed_routing,DRT iter0 DRCs,1419,
global_routing,vias in the first global route,15400,
cts,clk latency of the worst-skew pair,0.40,ns
final_timing,Setup Viol. Count Final,0,
detailed_routing,n_diodes,0,
setup_path,Critical R2R Launch,counter[1]$_SDFFE_PP0P_,
setup_path,WP buf/inv,2,
layout,Layout area overhead,11.4,%
final_timing,RSZ-0062 raised after global routing,false,
setup_path,R2R depth,24,
final_timing,worst slew pin tran,0.873,ns
floorplan,row cnt,84,
synth,asr flop ratio synth,0,%
cts,Clk Tree Root Cell,clkbuf_16,
detailed_routing,via density per instance,5.94,
floorplan,die x size,233,um
setup_path,"critical path fanouts, max",50,
setup_path,"critical path, cell by cell",buf_4 > inv_2 > ha_1 > nor2_1 > or3_1 > a21o_1 > o21ai_0 > a211oi_1 > and3_1 > nand3_1 > nor4_1 > nor2_1 > xnor2_1 > ha_1 > a21oi_1 > o21bai_1 > a21o_1 > a21o_1 > a221oi_1 > o21ai_0 > a311oi_1 > o21ai_0 > xor2_1 > a22o_1,
synth,cell count after synthesis,1994,
worst_hold_path,"Endpoint, Worst Hold",z[5]$_SDFFE_PP0P_,
global_routing,initial antenna violation count,0,
synth,YS chip area,0.0160,mm^2
setup_path,reg2reg end,z[30]$_SDFFE_PP0P_,
synth,Post-synth EDFFs,64,
setup_path,CP arrival,8.43,ns
cts,CTS Buffer Depth,2,
setup_path,CP required,16.59,ns
detailed_routing,WL/cell,22.6,um
power,P per Cell Area,261,mW/mm^2
worst_hold_path,HP Class,reg -> reg,
power,clock share of power,4.9,%
setup_path,flop2flop setup slack,8.16,ns
power,Lkg Pwr,6.94,nW
setup_path,Top delay family on crit path,AND-OR/OR-AND gates,
global_routing,largest net degree at the start of global routing,76,
setup_path,critical path class,reg -> reg,
final_timing,Final Critical Period,8.14,ns
power,NetSw,2.42,mW
-- Yosys cell counts (12+ instances only) --
cell	number	area share [%]
nand2_1	218	5.1
nor2_1	178	4.2
a21oi_1	168	5.2
o21ai_0	161	5.0
ha_1	101	7.9
xnor2_1	88	4.8
mux2i_1	77	4.8
clkbuf_1	72	1.7
mux4_2	68	9.6
edfxtp_1	64	12
xor2_1	57	3.1
mux2_2	51	3.6
a21o_1	49	2.3
inv_1	41	0.96
nand3_1	40	1.2
dfxtp_1	38	4.7
nor3_1	37	1.2
a31oi_1	33	1.3
o22ai_1	26	1.0
nand2b_1	25	0.98
buf_2	23	0.72
nor2b_1	23	0.90
o21a_1	20	0.94
o211ai_1	19	0.89
a211oi_1	18	0.84
and3_1	16	0.62
or3_1	16	0.62
o21bai_1	15	0.70
nand4_1	14	0.55
and2_1	13	0.51
buf_1	13	0.30
o31ai_1	13	0.61
a22oi_1	12	0.56
-- worst max-delay path by stage --
stage | startpoint | endpoint | slack [ns] | cells past startpoint
4_1_cts | counter[1]$_SDFFE_PP0P_ | z[30]$_SDFFE_PP0P_ | 8.18 | 24
5_1_grt | counter[1]$_SDFFE_PP0P_ | z[30]$_SDFFE_PP0P_ | 7.39 | 24
6_report | counter[1]$_SDFFE_PP0P_ | z[30]$_SDFFE_PP0P_ | 8.16 | 24
-- area by class of cell --
class,count,area (um^2)
fill,5409,34800
sequential,102,2700
timing repair buffer,135,1250
clock inverter,3,15.0
tap,688,861
multi-input combinational,1720,12600
clock buffer,13,282
inverter,46,173
-- cells by family (layout without fill, tap and decap cells) --
logic type / count (synthesis) / after routing / synth area share (%)
AOI/OAI and AO/OA: 650 / 650 / 26.0
DFF: 102 / 102 / 16.7
buffers and inverters: 172 / 197 / 4.84
xor gates and xnor gates: 146 / 146 / 8.06
adders and majority gates: 104 / 104 / 8.26
and+or+nand+nor: 621 / 621 / 17.9
muxes: 199 / 199 / 18.2
-- stage by stage --
step / power, mW / cells / setup slack, ns / area [um^2] / hold WS [ns]
floorplan: 3.43 / 1994 / 9.69 / 16000 / 0.436
global placement: 4.36 / 2691 / 8.23 / 17600 / 0.467
detailed placement: 4.37 / 2691 / 8.21 / 17600 / 0.471
CTS: 4.64 / 2707 / 8.18 / 17900 / 0.483
global route: 5.11 / 2707 / 7.39 / 17900 / 0.507
finish: 4.65 / 2707 / 8.16 / 17900 / 0.483
-- tightest hold or removal path, cell delays in order (launching register included) --
cell and delay, ns:
dfxtp_1 0.33, nand2_1 0.06, a21oi_1 0.05
-- per-layer routing --
metal | part of all wire, % | GRT usage, % | vias to the layer above
met4 | 4.6 | 8.91 | 0
met1 | 42 | 30.9 | 7776
met5 | 0 | 0 | -
met3 | 7.0 | 5.20 | 125
met2 | 47 | 37.2 | 586
li1 | - | - | 7590
-- power by group through the flow --
stage / registers [mW] / logic (mW) / clock network [mW]
4_1_cts: 0.727 / 3.67 / 0.240
6_report: 0.731 / 3.69 / 0.229
5_1_grt: 0.748 / 4.11 / 0.248
No activity file was given, so power comes from the tool's default toggle rates.
