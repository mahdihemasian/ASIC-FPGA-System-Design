--- /design/flow/config.mk ---
export PLATFORM = sky130hd
export DESIGN_NAME = FSM
export DESIGN_NICKNAME = FSM
export VERILOG_FILES = /design/flow/design.v
export SDC_FILE = /design/flow/constraint.sdc
export NUM_CORES = 4
export LEC_CHECK = 1
export CORE_UTILIZATION = 40
--- /design/flow/run.sh ---
#!/bin/bash
# OpenROAD 26Q1-2900-gdf79404cd8, Yosys 0.63+post, stock flow scripts
make -C /OpenROAD-flow-scripts/flow DESIGN_CONFIG=/design/flow/config.mk WORK_HOME=/design/flow/orfs finish
--- /design/flow/design.v ---
module plot
	(
		CLOCK_50,						 
		KEY,							 
		VGA_CLK,   						 
		VGA_HS,							 
		VGA_VS,							 
		VGA_BLANK,						 
		VGA_SYNC,						 
		VGA_R,   						 
		VGA_G,	 						 
		VGA_B,   						 
		RX
	);
	input			CLOCK_50;				 
	input	[0:0]	KEY;					 
	output			VGA_CLK;   				 
	output			VGA_HS;					 
	output			VGA_VS;					 
	output			VGA_BLANK;				 
	output			VGA_SYNC;				 
	output	[9:0]	VGA_R;   				 
	output	[9:0]	VGA_G;	 				 
	output	[9:0]	VGA_B;   				 
	input 			RX;
	wire resetn;
	assign resetn = KEY[0];
	wire [5:0] color;
	wire [5:0] newcolor;
	wire writeEn, plotinput, plotoutput;
    wire [8:0] x;
	wire [7:0] y;
    wire [8:0] xinput;
	wire [7:0] yinput;
    wire [8:0] xoutput;
	wire [7:0] youtput;
	wire [6:0] x0;
	wire [6:0] y0;
    assign xinput = 5;
    assign yinput = 10;
    assign xoutput = 85;
    assign youtput = 10;
	assign x = plotinput ? x0+xinput : x0+xoutput;
	assign y = plotinput ? y0+yinput : y0+youtput;
    assign writeEn = plotinput | plotoutput; 
	FSM fSM (
    	.clk(CLOCK_50),
		.reset(resetn),
		.RX(RX),
        .newcolor(newcolor),
		.colorOut(color),
		.x0(x0),
		.y0(y0),
		.plotinput(plotinput),
		.plotoutput(plotoutput)
	);
	vga_adapter VGA(
			.resetn(resetn),
			.clock(CLOCK_50),
			.colour(plot_input ? color : newcolor),
			.x(x),
			.y(y),
			.plot(writeEn),
			.VGA_R(VGA_R),
			.VGA_G(VGA_G),
			.VGA_B(VGA_B),
			.VGA_HS(VGA_HS),
			.VGA_VS(VGA_VS),
			.VGA_BLANK(VGA_BLANK),
			.VGA_SYNC(VGA_SYNC),
			.VGA_CLK(VGA_CLK)
		);
		defparam VGA.RESOLUTION = "160x120";
		defparam VGA.MONOCHROME = "FALSE";
		defparam VGA.BITS_PER_COLOUR_CHANNEL = 2;
		defparam VGA.BACKGROUND_IMAGE = "background";
endmodule
module FSM (
	inout wire clk,
	input  wire reset,
	input  wire RX,
	inout wire [5:0] newcolor,
	output wire [5:0] colorOut,
	output reg [6:0] x0,
	output reg [6:0] y0,
	output reg plotinput,
	output reg plotoutput
);
    wire valid;
	wire [7:0] data;
	reg [5:0] x1, x2, x3, x4, x5, x6, x7, x8, x9;
	reg [3:0] counter;
	assign colorOut = x5;
	always @(posedge clk) begin
		if (reset == 0) begin
			x0 <= 0;
			y0 <= 0;
			counter <= 0;
			plotinput <= 0;
			plotoutput <= 0;
		end
		else begin
			plotinput <= 0;
			plotoutput <= 0;
            if(counter == 9)begin
                counter <= 10;
                plotoutput <= 1;
            end
            if(counter == 10)begin
                counter <= 0;
                if(x0 == 69)begin
	                x0 <= 0;
                    if(y0 == 99)
                        y0 <= 0;
                    else 
                        y0 <= y0 + 1;
                end
                else
                    x0 <= x0 + 1;
            end
            if(valid) begin
                counter <= counter + 1;
				if(x0 == 0)begin
					x1 <= 0;
					x4 <= 0;
					x7 <= 0;
					if(counter == 0)
                    	x2[5:2] <= data[7:4];
                	else if(counter == 1) begin
                    	x2[1:0] <= data[7:6];
                    	x3[5:4] <= data[5:4];
                	end
                	else if(counter == 2) 
                    	x3[3:0] <= data[7:4];
                	else if(counter == 3)
                    	x5[5:2] <= data[7:4];
                	else if(counter == 4) begin
                    	x5[1:0] <= data[7:6];
                    	x6[5:4] <= data[5:4];
                	end
                	else if(counter == 5) 
                    	x6[3:0] <= data[7:4];
					else if(counter == 6)
                    	x8[5:2] <= data[7:4];
                	else if(counter == 7) begin
                    	x8[1:0] <= data[7:6];
                    	x9[5:4] <= data[5:4];
						plotinput <= 1;
                	end
                	else if(counter == 8) 
                    	x9[3:0] <= data[7:4];
				end
				else begin
					if(counter == 0) begin
                    	x3[5:2] <= data[7:4];
						x1 <= x2;
						x4 <= x5;
						x7 <= x8;
						x2 <= x3;
						x5 <= x6;
						x8 <= x9;
					end
                	else if(counter == 1) begin
                    	x3[1:0] <= data[7:6];
                    	x6[5:4] <= data[5:4];
                   		plotinput <= 1;
                	end
                	else if(counter == 2) begin
                    	x6[3:0] <= data[7:4];
                	end
                	else if(counter == 3)
                    	x9[5:2] <= data[7:4];
                	else if(counter == 4) begin
                    	x9[1:0] <= data[7:6];
						counter <= 9;
                	end
				end  
            end
        end
	end
UART_Receiver uart
(
	.clk(clk),
	.reset(reset),
	.RX(RX),
	.data(data),
	.valid(valid)
);
sobel sob
(	
	.out(newcolor),
	.in1(x1),
	.in2(x2),
	.in3(x3),
	.in4(x4),
	.in5(x5),
	.in6(x6),
	.in7(x7),
	.in8(x8),
	.in9(x9)
);
endmodule
module UART_Receiver(
	input wire clk,
	input wire reset,
	input wire RX,
	output reg [7:0] data, 
	output reg valid
);
wire crc;
reg state = 0;
reg [2:0] i;
reg [9:0] counter;  
always @(posedge clk)begin
	valid <= 0;
    if(reset == 0)begin
        state <= 0;
    end
    else begin
	    if(!RX && !state) begin
		    state <= 1;
            counter <= 0;
            i <= 0;
		    valid <= 0;
        end
	    if(state)begin
		    counter <= counter + 1;
		    if(counter == 634 && i == 0)begin
			    i <= i + 1 ;
			    data [i] <= RX;
			    counter <= 0;
		    end
		    else if(counter == 434 && i != 0)begin
			    i <= i + 1 ;
				if(i != 8)
			    	data [i] <= RX;
			    counter <= 0;
			    if( i == 7)begin
				    valid <= crc;
			    end
				else if( i == 8)begin
				    state <= 0;
				    i <= 0;
			    end
		    end
	    end
    end
end
crc_check check(
	.in({RX, data[6:0]}),
	.out(crc)
);
endmodule
module crc_check(
	input wire [7:0] in,
	output wire out
	);
	parameter poly = 5'b10011;
	parameter zero = 5'b00000;
	wire [4:0] r1, r2, r3, r4, m1, m2, m3;
	assign r1 = (in[7]) ? (in[7:3] ^ poly) : in[7:3];
	assign m1 = {r1[3:0], in[2]};
	assign r2 = (m1[4]) ? (m1 ^ poly) : m1;
	assign m2 = {r2[3:0], in[1]};
	assign r3 = (m2[4]) ? (m2 ^ poly) : m2;
	assign m3 = {r3[3:0], in[0]};
	assign r4 = (m3[4]) ? (m3 ^ poly) : m3;
	assign out = (r4 == 0) ? 1 : 0;
endmodule
module sobel(
	input wire [5:0] in1,
	input wire [5:0] in2,
	input wire [5:0] in3,
	input wire [5:0] in4,
	input wire [5:0] in5,
	input wire [5:0] in6,
	input wire [5:0] in7,
	input wire [5:0] in8,
	input wire [5:0] in9,
	output wire out
	);
	parameter threshold = 12;
	reg [6:0] counterCol, counterRow;
	wire [3:0] g [1:9];
	assign g[1] = {2'h0,in1[5:4]} + {2'h0,in1[3:2]} + {2'h0,in1[1:0]} + {2'h0,in1[1:0]};  
	assign g[2] = {2'h0,in2[5:4]} + {2'h0,in2[3:2]} + {2'h0,in2[1:0]} + {2'h0,in2[1:0]};
	assign g[3] = {2'h0,in3[5:4]} + {2'h0,in3[3:2]} + {2'h0,in3[1:0]} + {2'h0,in3[1:0]};
	assign g[4] = {2'h0,in4[5:4]} + {2'h0,in4[3:2]} + {2'h0,in4[1:0]} + {2'h0,in4[1:0]};
	assign g[5] = {2'h0,in5[5:4]} + {2'h0,in5[3:2]} + {2'h0,in5[1:0]} + {2'h0,in5[1:0]};
	assign g[6] = {2'h0,in6[5:4]} + {2'h0,in6[3:2]} + {2'h0,in6[1:0]} + {2'h0,in6[1:0]};
	assign g[7] = {2'h0,in7[5:4]} + {2'h0,in7[3:2]} + {2'h0,in7[1:0]} + {2'h0,in7[1:0]};
	assign g[8] = {2'h0,in8[5:4]} + {2'h0,in8[3:2]} + {2'h0,in8[1:0]} + {2'h0,in8[1:0]};
	assign g[9] = {2'h0,in9[5:4]} + {2'h0,in9[3:2]} + {2'h0,in9[1:0]} + {2'h0,in9[1:0]};
	integer i,j;
	wire [7:0] Gx, Gy, Gx_abs, Gy_abs, Total;
	assign Gx = ((2 * g[8] + g[7] + g[9]) - (2 * g[2] + g[1] + g[3]));
	assign Gy = ((2 * g[6] + g[3] + g[9]) - (2 * g[4] + g[1] + g[7]));
	assign Gx_abs = (Gx[7]) ? -Gx : Gx;
	assign Gy_abs = (Gy[7]) ? -Gy : Gy;
	assign Total = Gx_abs + Gy_abs;
	assign out = (Total > threshold) ? 1 : 0;
endmodule
--- /design/flow/constraint.sdc ---
current_design FSM

set clk_period 7.4
set clk_io_pct 0.2

create_clock -name clk0 -period $clk_period [get_ports {clk}]

set non_clock_inputs [all_inputs -no_clocks]
set_input_delay [expr $clk_period * $clk_io_pct] -clock clk0 $non_clock_inputs
set_output_delay [expr $clk_period * $clk_io_pct] -clock clk0 [all_outputs]
==> flow_summary.ini <==
; generated from flow reports
[worst_setup_path]
startpoint_type = flip-flop
max_stage_delay_ns = 0.49
path_common_cell = fa_1
crit_fanout = 4
end_kind = primary output
slowest_stage = fa_1
r2r_end = x2[0]
worst-r2r-cell-count = 6
worstPathRequired_ns = 5.92
rr_startpoint = x0[5]
rrSetupSlack_ns = 4.32
critPathArrivalTime_ns = 6.34
critPathKind = reg -> out

[synthesis]
ys_seq_share_pct = 36.4
top_cell_area_share_pct = 30.5
async_flop_share_pct = 0
ys.flops = 97
synthDistinctLibCells = 64
yosysChipArea_um2 = 7390
ys_warn_count = 4
synth-edff-count = 75
syn-cell-area_um2 = 7390
ys.flop_type = edfxtp_1
syn_inst = 731
synthTopCellsByArea = edfxtp_1, ha_1, fa_1, dfxtp_1, inv_1
yosys_cells = 731
yosys.area.top_type = edfxtp_1
syn_avg_cell_area_um2 = 10.1

[grt]
grt_pass1_wl_um = 23800
grt_start_max_net_pins = 48
antenna_found_initial = 0
grt_pass1_vias = 5179
overflow = 0
grt_usage_pct = 16.3

[clocking]
cts_buffers = 9
clock-sinks = 97
cts_root_buf = clkbuf_16
cts_max_level = 3
clkTransAtPathRegs_ns = 0.07
clockBufferDepth = 2
clk_latency_ns = 0.34
cts_hold_buf = 0
cts_tree = done

[route]
drt_first_iter_violations = 172
vias_per_cell = 5.12
drc = 0
n_antenna_cell = 0
num_vias = 5310
first_pass_iters = 4
final_antenna_net_count = 0
wl_per_cell_um = 13.6
drt_wl_total_um = 14100

[placement]
dp.cells = 1017
gp_congestion = 0.826
io_buffer_count = 24
hpwl_um = 10900

[layout]
final_cell_mix = edfxtp_1, inv_1, ha_1
instances_no_fill = 1037
lay_top_count = edfxtp_1
seq_area_um2 = 2690
fillers = 1606
fin_util_pct = 49.0
areaGrowthSynthToFinish_pct = 19.4
combGateArea_um2 = 4580
layout-drive-gt1-share_pct = 17.0

[min_path]
min_path_type = reg -> reg
hold_depth = 1
worstHoldEndpoint = y0[0]
min_from = y0[0]

[flow_run]
cap_violations = 0
warnings = 39

[floorplan]
io_pins = 31
die-area_um2 = 19000
die_w_um = 138
initCoreUtil_pct = 41.0
std_cell_rows = 49
die_y_um = 138
core_area_um2 = 18000

[sta]
fin_worst_skew_ns = 0.00767
min_period_over_period_pct = 106
rsz0062_at_grt = true
finalSetupTns_ns = -0.420
slew_headroom_pct = 40.5
tightest_slew_ns = 0.885
setup_ws_ns = -0.420
period_minus_slack_ns = 7.82
slew_viol_final = 0
untimed_endpoints = 1
max_freq_ghz = 0.128
final_hold_viol_count = 0
setup_viol = 1

[power]
cellPowerDensity_nw_per_um2 = 123
peakVddDrop_v = 0.000165
p_leak_nw = 3.65

[status]
violations = setup timing
status = complete, but fails checks
worst max path at each step:
stage / start / end / depth (start not counted)
CTS: x1[2] / newcolor[0] / 26
global route: x1[2] / newcolor[0] / 28
finish: x1[2] / newcolor[0] / 26
repair_timing:
item	CTS	global route
gates cloned	0	0
hold endpoints to repair	0	0
pin swaps	29	6
resized	40	9
setup endpoints to repair	1	1
buffers inserted	4	0
sequential cells by signal (all words and copies together), names as in the netlist, 3 cells and up:
name	flops
uart.i	3
counter	4
uart.data	8
x0	7
x6	6
x2	6
x3	6
y0	7
x9	6
x4	6
x1	6
uart.counter	10
x5	6
x7	6
x8	6
report_power, final:
group | leakage [nW] | internal (mW) | switching, mW | total (mW)
combinational | 2.64 | 0.0130 | 0.0206 | 0.0336
sequential | 0.866 | 0.587 | 0.00637 | 0.593
clock | 0.144 | 0.264 | 0.198 | 0.462
total | 3.65 | 0.864 | 0.225 | 1.09
per-stage QoR:
step / worst slack [ns] / hold WS [ns] / total power, mW / area [um2]
after floorplan: 0.00234 / 0.458 / 0.631 / 7480
after global placement: -0.344 / 0.536 / 0.638 / 8270
after detailed placement: -0.426 / 0.538 / 0.639 / 8270
after CTS: -0.445 / 0.554 / 1.10 / 8780
after global routing: -0.729 / 0.569 / 1.13 / 8820
final: -0.420 / 0.548 / 1.09 / 8820
critical path, delay by kind of cell (launching register included):
family	cells	cell delay [ns]
muxes	1	0.09
buffers and inverters	5	0.33
xor gates and xnor gates	2	0.24
and+or+nand+nor	7	1.42
adders and majority gates	9	3.17
AOI/OAI and AO/OA	2	0.33
DFF	1	0.38
cells in the mapped netlist, types with 13 or more instances:
cell type  number
o21ai_0        18
dfxtp_1        22
xor2_1         25
clkbuf_1       16
nor3_1         14
a21oi_1        22
a21o_1         19
ha_1           80
nand2_1        55
xnor2_1        27
nor2_1         65
fa_1           33
inv_1          72
and2_1         23
nor2b_1        13
edfxtp_1       75
nand3_1        13
per-layer routing:
metal  part of all wire [%]  routed length (um)  global-route usage [%]
met1                     48                6830                    24.9
met2                     47                6580                    26.0
met5                      0                   0                       0
met4                    1.9                 269                    2.66
met3                    3.3                 465                    2.72
cell type report:
| class | count | share of cell area, % |
|---|---|---|
| inverter | 73 | 3.11 |
| multi-input combinational | 539 | 51.9 |
| tap | 229 | 3.25 |
| clock buffer | 10 | 2.60 |
| clock inverter | 6 | 0.766 |
| sequential | 97 | 30.5 |
| timing repair buffer | 83 | 7.83 |
logic make-up after synthesis:
kind of cell / after synthesis / share of synthesized area [%]
xor gates and xnor gates: 52 / 6.17
DFF: 97 / 36.4
AOI/OAI and AO/OA: 113 / 10.5
other: 1 / 0.0508
muxes: 7 / 0.982
adders and majority gates: 117 / 23.0
buffers and inverters: 99 / 5.59
and+or+nand+nor: 245 / 17.2
Power figures rest on the tool's default switching activity, not on a simulated workload.
