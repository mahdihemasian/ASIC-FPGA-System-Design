$ cat flow/design.v
module mul #(parameter M=8,parameter N=16,parameter logN=4)
(
	input wire clk,
	input wire valid,
	input wire [M*N-1:0]u,
	output reg ready,
	output reg [N*(M+logN)-1:0]y
);
wire signed [0:15]hamadard[15:0];
assign hamadard[0]  = 16'b1111111111111111;
assign hamadard[1]  = 16'b1010101010101010;
assign hamadard[2]  = 16'b1100110011001100;
assign hamadard[3]  = 16'b1001100110011001;
assign hamadard[4]  = 16'b1111000011110000;
assign hamadard[5]  = 16'b1010010110100101;
assign hamadard[6]  = 16'b1100001111000011;
assign hamadard[7]  = 16'b1001011010010110;
assign hamadard[8]  = 16'b1111111100000000;
assign hamadard[9]  = 16'b1010101001010101;
assign hamadard[10] = 16'b1100110000110011;
assign hamadard[11] = 16'b1001100101100110;
assign hamadard[12] = 16'b1111000000001111;
assign hamadard[13] = 16'b1010010101011010;
assign hamadard[14] = 16'b1100001100111100;
assign hamadard[15] = 16'b1001011001101001;
reg [2:0] counter;
reg signed [M-1:0] a,b;
wire signed [M+logN-1:0] plusPlus;
wire signed [M+logN-1:0] plusMinus;
wire signed [M+logN-1:0] minusPlus;
wire signed [M+logN-1:0] minusMinus;
assign plusPlus = a + b;
assign plusMinus = a - b;
assign minusPlus = ~plusMinus + 1;
assign minusMinus = ~plusPlus + 1;
always@(*) begin
	case(counter)
		0: begin a = u[M-1:0]      ;  b = u[2*M-1:M]    ; end
		1: begin a = u[3*M-1:2*M]  ;  b = u[4*M-1:3*M]  ; end
		2: begin a = u[5*M-1:4*M]  ;  b = u[6*M-1:5*M]  ; end
		3: begin a = u[7*M-1:6*M]  ;  b = u[8*M-1:7*M]  ; end
		4: begin a = u[9*M-1:8*M]  ;  b = u[10*M-1:9*M] ; end
		5: begin a = u[11*M-1:10*M];  b = u[12*M-1:11*M]; end
		6: begin a = u[13*M-1:12*M];  b = u[14*M-1:13*M]; end
		7: begin a = u[15*M-1:14*M];  b = u[16*M-1:15*M]; end
	endcase
end
always@(posedge clk) begin
	if(valid)begin
		counter <= 0;
		ready <= 0;
	end
	else if(counter+1 == N/2)
		ready <= 1;
	else
		counter <= counter + 1;
end
genvar k;
generate 
	for (k = 0; k < N; k=k+1) begin
		always@(posedge clk) begin
			if(valid)
				y[(k+1)*(M+logN+1)-1:k*(M+logN+1)] <= 0;
			else if(!ready)
				y[(k+1)*(M+logN)-1:k*(M+logN)] <= (y[(k+1)*(M+logN)-1:k*(M+logN)] + (hamadard[2*counter][k] ? hamadard[2*counter+1][k]?plusPlus:plusMinus : hamadard[2*counter+1][k]?minusPlus:minusMinus));
		end
	end
endgenerate
endmodule
$ cat flow/constraint.sdc
current_design mul

set clk_period 12.7
set clk_io_pct 0.2

create_clock -name clk0 -period $clk_period [get_ports {clk}]

set non_clock_inputs [all_inputs -no_clocks]
set_input_delay [expr $clk_period * $clk_io_pct] -clock clk0 $non_clock_inputs
set_output_delay [expr $clk_period * $clk_io_pct] -clock clk0 [all_outputs]
$ cat flow/run.sh
#!/bin/bash
# OpenROAD 26Q1-2900-gdf79404cd8, Yosys 0.63+post, stock flow scripts
make -C /OpenROAD-flow-scripts/flow DESIGN_CONFIG=/design/flow/config.mk WORK_HOME=/design/flow/orfs finish
$ cat flow/config.mk
export PLATFORM = sky130hd
export DESIGN_NAME = mul
export DESIGN_NICKNAME = mul
export VERILOG_FILES = /design/flow/design.v
export SDC_FILE = /design/flow/constraint.sdc
export NUM_CORES = 4
export LEC_CHECK = 1
export CORE_UTILIZATION = 40
==> qor.csv <==
stage;metric;value;unit
routing;wire_per_inst;18.1;um
yosys;yosys-stat-area;10100;um^2
worst_setup_path;reg2reg_from;counter[2]$_SDFFE_PP0P_;
clock_network;cts-resized-gates;0;
place;placed_cell_area;12100;um^2
worst_setup_path;cp-start-kind;input port;
routing;wl_met1;15000;um
clock_network;htree_num_levels;3;
die;initial_utilization;0.412;
routing;drt-initial-drc-count;673;
power;power.leakage;5.39;nW
routing;routed-wl-met2;15500;um
place;routabilityCongestion;0.958;
grt;track_usage;0.261;
place;dp_hpwl;26200;um
grt;grt_pass1_vias;9307;
final_timing;worstMarginPinSlew;0.919;ns
routing;dr.pass1.iters;5;
clock_network;clockBufferDepth;2;
yosys;top_cell_area_share;0.162;
worst_setup_path;path_delay_family;AND-OR/OR-AND gates;
yosys;synthCells;1370;
final_layout;mostFrequentLayoutCell;clkdlybuf4s50_1;
power;vdd_ir_drop_max;0.126;mV
clock_network;clock_sinks;82;
final_layout;fillers;2394;
grt;grt_pass1_wl;52200;um
place;port_buffers;208;
yosys;async_flop_share;0;
yosys;ys_warn_count;233;
worst_setup_path;cp.depth;24;
clock_network;clk_pin_slew;0.07;ns
final_timing;skew;0.00992;ns
worst_setup_path;critPathRequiredTime;12.94;ns
die;core;24600;um^2
routing;wl;33900;um
final_layout;layout_top_cells;clkdlybuf4s50_1, nand2_1, a21oi_1, nor2_1, conb_1;
routing;dr.max_layer_used;met4;
worst_setup_path;ff2ff_path_depth;28;
routing;drc;0;
die;die_area;26000;um^2
final_timing;hold_violations;0;
clock_network;cts_root_buf;clkbuf_16;
worst_setup_path;critPathMaxFanout;12;
worst_setup_path;cp_num_buf_inv;1;
worst_setup_path;r2r_end;y[59]$_SDFFE_PP0N_;
final_timing;clock.fmax;0.116;GHz
final_timing;period_used_share;0.679;
final_timing;setup_ws;4.07;ns
yosys;yosys_cells;1370;
final_timing;finalSetupViolCount;0;
place;place_ws;3.78;ns
die;die_h;161;um
routing;met3_length;2630;um
routing;dr_total_vias;10000;
min_path;min_path_type;flop to flop;
final_timing;fin_hold_ws;0.482;ns
worst_setup_path;endpoint;y[47]$_SDFFE_PP0N_;
routing;ant_nets;0;
clock_network;cts_hold_buf;0;
grt;grt_max_degree;61;
die;num_rows;57;
clock_network;cts_buffers;9;
die;ioPinCount;323;
run_status;status;completed;
final_layout;layout-drive-gt1-share;0.0698;
final_timing;rsz0062_at_grt;no;
clock_network;insertion_delay;0.35;ns
yosys;yosys-top-cells-area;dfxtp_1, ha_1, buf_4;
worst_setup_path;cp_slowest_cell;xor2_1;
yosys;yosys.area.top_type;dfxtp_1;
yosys;ys_seq_frac;0.162;
grt;grt_overflow;0;
yosys;ys_seq_elements;82;
yosys;syn_avg_cell_area;7.39;um^2
final_layout;fin_area;12400;um^2
run;warnings;37;
worst_setup_path;path_cells;clkdlybuf4s50_1, a221oi_1, a21oi_1, a221oi_1, nand2_1, o21a_1, ha_1, a211oi_1, a221oi_2, a21oi_1, xor2_1, nand2b_1, xnor2_1, o21ai_0, a22oi_1, ha_1, a21oi_1, o21bai_1, a21oi_1, nor2b_1, o21ai_0, nand3_1, mux2i_1, mux2_1;
final_layout;syn_to_final_growth;22.7;%
yosys;synth_cell_types;83;
run;drv_cap;0;
yosys;synth_area;10100;um^2
die;die_w;161;um
yosys;ff_type;dfxtp_1;
routing;viasPerCell;5.35;
worst_setup_path;reg2reg_slack;5.12;ns
grt;antenna_found_initial;0;
worst_setup_path;cpPeakStageDelay;0.64;ns
power;p_per_area;267;nW/um^2
worst_setup_path;critical_path_arrival;8.87;ns
final_timing;fin_crit;8.63;ns
worst_setup_path;crit_start;u[26];
yosys;edf_count;0;
final_timing;timing.setup.tns;0;ns
worst_setup_path;criticalPathCategory;input port to flop;
final_timing;finalMaxSlewViolations;0;
worst_setup_path;cp_common_cell;a21oi_1;
clock_network;cts_tree;yes;
final_timing;max_slew_margin;0.383;
clock_network;post_cts_buffers;0;
worst_setup_path;worstSetupEndpointType;flop;
[kinds of logic (layout without fill, tap and decap cells)]
group / after synthesis / in the layout / share of synthesized area
adders and majority gates: 101 / 101 / 0.132
muxes: 63 / 63 / 0.0662
xor gates and xnor gates: 70 / 70 / 0.0613
other: 1 / 115 / 0.000370
and+or+nand+nor: 410 / 410 / 0.180
AOI/OAI and AO/OA: 400 / 400 / 0.265
DFF: 82 / 82 / 0.162
buffers and inverters: 243 / 307 / 0.133
[per-stage QoR]
stage          instances  total power [mW]   util
6_report            1872              3.32  0.505
5_1_grt             1871              3.67  0.505
4_1_cts             1871              3.33  0.505
3_5_place_dp        1855              3.01  0.492
3_3_place_gp        1855              3.00  0.492
2_1_floorplan       1483              2.28      -
[tightest hold or removal path, stage by stage, from the launching register on]
cell     delay [ns]
dfxtp_1        0.32
nand2_1        0.06
a21oi_1        0.05
[power by group]
group          leakage [nW]  switching (mW)  internal (mW)
clock network         0.156           0.117          0.172
logic                  4.55            1.39           1.18
registers             0.683          0.0916          0.370
[synthesized netlist by cell type (8+ instances only)]
| cell | number |
|---|---|
| nor3_1 | 24 |
| a21oi_1 | 158 |
| o22ai_1 | 18 |
| dfxtp_1 | 82 |
| a22oi_1 | 8 |
| nor2b_1 | 15 |
| nor2_1 | 136 |
| ha_1 | 90 |
| a31oi_1 | 10 |
| inv_1 | 56 |
| o21a_1 | 10 |
| or3_1 | 10 |
| nand4_1 | 8 |
| o21ai_0 | 43 |
| buf_4 | 114 |
| mux2_2 | 27 |
| nand3_1 | 14 |
| fa_1 | 10 |
| xor2_1 | 20 |
| a21o_1 | 30 |
| buf_1 | 14 |
| clkbuf_1 | 54 |
| o211ai_1 | 8 |
| mux2i_1 | 31 |
| a221oi_1 | 9 |
| a222oi_1 | 14 |
| xnor2_1 | 49 |
| o21bai_1 | 24 |
| nand2_1 | 161 |
[routing by layer]
layer / track usage / vias to the layer above
li1: - / 4997
met1: 0.360 / 4590
met2: 0.431 / 388
met3: 0.0456 / 37
met4: 0.0536 / 0
met5: 0 / -
[state kept, by name, indices dropped and copies added, names as in the netlist]
signal and count:
y 78, counter 3, ready 1
[layout make-up]
cell class / count / area, um^2 / share of cell area
multi-input cells: 1158 / 7570 / 0.609
repair buffers: 235 / 2280 / 0.183
flip-flops and latches: 82 / 1650 / 0.132
well taps: 324 / 405 / 0.0326
clock buffers: 9 / 225 / 0.0181
inverters: 56 / 210 / 0.0169
clock inverters: 7 / 92.6 / 0.00745
diodes: 1 / 2.50 / 0.000201
[worst min-delay path by stage]
stage | from | endpoint | cells past startpoint
after CTS | y[56]$_SDFFE_PP0N_ | y[56]$_SDFFE_PP0N_ | 2
after global routing | y[22]$_SDFFE_PP0N_ | y[22]$_SDFFE_PP0N_ | 2
final | y[56]$_SDFFE_PP0N_ | y[56]$_SDFFE_PP0N_ | 2
Power is estimated from default activity; no workload was simulated.
